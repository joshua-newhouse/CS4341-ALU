File: ./constraint.sdc
current_design MUX2WAY16

set clk_period 1.0
set clk_io_pct 0.2

create_clock -name clk0 -period $clk_period

set non_clock_inputs [all_inputs -no_clocks]
set_input_delay [expr $clk_period * $clk_io_pct] -clock clk0 $non_clock_inputs
set_output_delay [expr $clk_period * $clk_io_pct] -clock clk0 [all_outputs]
File: ./run.sh
#!/bin/bash
# OpenROAD 26Q1-2900-gdf79404cd8, Yosys 0.63+post, stock flow scripts
make -C /OpenROAD-flow-scripts/flow DESIGN_CONFIG=/design/flow/config.mk WORK_HOME=/design/flow/orfs finish
File: ./config.mk
export PLATFORM = sky130hd
export DESIGN_NAME = MUX2WAY16
export DESIGN_NICKNAME = MUX2WAY16
export VERILOG_FILES = /design/flow/design.v
export SDC_FILE = /design/flow/constraint.sdc
export NUM_CORES = 4
export LEC_CHECK = 1
export CORE_AREA = 10 10 70 70
export DIE_AREA = 0 0 80 80
File: ./design.v
module MUX2WAY16(input[15:0] A, B, input SEL, output reg [15:0] O);
	always @*
	case(SEL)
		1'b0 : O = A;
		1'b1 : O = B;
	endcase
endmodule
==> results.json <==
{
  "status": "finished with violations",
  "violations": "negative setup slack",
  "ant_nets": 0,
  "vias": 359,
  "logic_family": "multiplexers",
  "synth.most_common_cell": "mux2_4",
  "p_int_mw": 0.2335,
  "fp.dieW_um": 80,
  "synth_top_cell_by_area": "mux2_4",
  "simple_gate_share_pct": 0,
  "cp.arrival_ps": 860,
  "register_area_um2": 0,
  "p_leak_nw": 0.4174,
  "compound_area_share_pct": 0,
  "hpwlAfterDp_mm": 1.222,
  "dieArea_um2": 6400,
  "vias_per_cell": 3.177,
  "grt_pass1_vias": 430,
  "grt_max_degree": 9,
  "yosys.area_share.xor_xnor_pct": 0,
  "wl_mm": 1.405,
  "die_y_um": 80,
  "fin_crit_ps": 1056,
  "io_buffers": 49,
  "top_cells_by_area": "mux2_4 60%, mux2_2 27%, buf_12 8.0%, buf_6 4.5%",
  "ios": 49,
  "rows": 21,
  "worstMarginPinSlew_ps": 71.03,
  "first_pass_iters": 2,
  "ys_cells": 18,
  "endpoint": "O[14]",
  "netlist_top_cells_count": "10 x mux2_4, 6 x mux2_2, 1 x buf_12, 1 x buf_6",
  "fin_ws_ps": -56.44,
  "hold_depth": 3,
  "wire_per_inst_um": 12.43,
  "hold_path.class": "input pin to output pin",
  "grtUsageTotal_pct": 4.202,
  "holdBufCountCts": 0,
  "yosysChipArea_um2": 249.0,
  "avgSynthCellArea_um2": 13.83,
  "synth_cell_types": 4,
  "endpoint_kind": "output pin",
  "gp_congestion": 0.8145,
  "slew_viol_final": 0,
  "path_class": "input pin to output pin",
  "combPwrFrac_pct": 100.0,
  "syn_area_um2": 249.0,
  "fillerInstances": 374,
  "power.switching_mw": 0.06744,
  "setup.worst_path.start": "SEL",
  "area_delta_synth_final_pct": 219.1,
  "drive_gt1_share_pct": 52.24,
  "maxCapViolCount": 0,
  "vdd_drop_max_v": 0.0001506,
  "fin_cells": 113,
  "antenna_cells": 0,
  "cp_max_fo": 8,
  "drt_iter0_markers": 2,
  "relSlewSlack_pct": 95.27,
  "timing.fmax_mhz": 946.6,
  "warnings": 34,
  "critPathRequiredTime_ps": 800,
  "synthCells": 18,
  "rsz0062_at_grt": "yes",
  "powerDensity_nw_per_um2": 378.8,
  "sw_frac_of_total_pct": 22.41,
  "antenna_found_initial": 0,
  "grt.overflow.total": 0,
  "ys_sh_adder_pct": 0,
  "yosysTopAreaCellShare_pct": 60.30,
  "cts_setup_buffers": 0,
  "flops": 0,
  "synthMuxAreaShare_pct": 87.44,
  "setup_viol": 16,
  "finalHoldViolCount": 0,
  "clockPowerShare_pct": 0,
  "setup_tns_ps": -816.5,
  "ys_seq_share_pct": 0,
  "dp_cells": 112,
  "combGateArea_um2": 240.2,
  "startpoint_type": "input pin",
  "core_um2": 3416,
  "finalCritPeriodShare_pct": 105.6,
  "yosysWarnings": 1,
  "grt_pass1_wl_mm": 2.187,
  "drc": 0,
  "floorplanUtilization_pct": 7.289,
  "clock_buffers": 0,
  "pwr-share-seq_pct": 0
}
power groups by stage:
| stage | clock, mW | sequential [mW] | combinational [mW] |
|---|---|---|---|
| 4_1_cts | 0 | 0 | 0.286 |
| 5_1_grt | 0 | 0 | 0.326 |
| 6_report | 0 | 0 | 0.301 |
kinds of logic after synthesis:
logic type             Yosys count
multiplexers                    16
buffers and inverters            2
cell usage in the layout (no fill, tap or decap), drive strengths merged:
cell and instances:
dlygate4sd2 32, buf 19, mux2 16
per-stage QoR:
step | power, mW | area [um2] | utilization (%) | setup slack (ps) | hold WS [ps]
2_1_floorplan | 0.08933 | 249.0 | - | 72.49 | 497.7
3_3_place_gp | 0.3186 | 785.8 | 23.00 | -845.7 | 1437
3_5_place_dp | 0.3194 | 785.8 | 23.00 | -852.9 | 1436
4_1_cts | 0.2856 | 763.2 | 22.34 | -60.19 | 800.8
5_1_grt | 0.3259 | 794.5 | 23.26 | -71.16 | 811.9
6_report | 0.3009 | 794.5 | 23.26 | -56.44 | 793.6
worst max-delay path, stage by stage:
cell    delay (ps)
buf_12         110
buf_12         140
mux2_4         300
buf_6          110
cell type report:
cell class / instances / share of cell area, %
repair buffers: 51 / 62.52
well taps: 46 / 7.244
multi-input cells: 16 / 30.24
how the worst min path moves through the flow:
stage                    to   from  slack (ps)
after CTS              O[9]   A[9]         800
after global routing  O[12]  A[12]         810
final                  O[5]   A[5]         790
metal layers:
metal / share of wire, % / GRT usage [%] / vias up
met2: 24 / 4.494 / 49
met1: 53 / 6.394 / 143
met4: 0 / 0 / 0
li1: - / - / 167
met5: 0 / 0 / -
met3: 23 / 3.295 / 0
repair_timing:
action                     CTS  global route
gates resized              102             5
setup endpoints to repair   16            16
cloned                       1             0
No activity file was given, so power comes from the tool's default toggle rates.
